### config.mk
export PLATFORM = sky130hd
export DESIGN_NAME = regE
export DESIGN_NICKNAME = regE
export VERILOG_FILES = /design/flow/design.v
export SDC_FILE = /design/flow/constraint.sdc
export NUM_CORES = 4
export LEC_CHECK = 1
export CORE_AREA = 10 10 191 191
export DIE_AREA = 0 0 201 201
### constraint.sdc
current_design regE

set clk_period 1.0
set clk_io_pct 0.2

create_clock -name clk0 -period $clk_period [get_ports {clk}]

set non_clock_inputs [all_inputs -no_clocks]
set_input_delay [expr $clk_period * $clk_io_pct] -clock clk0 $non_clock_inputs
set_output_delay [expr $clk_period * $clk_io_pct] -clock clk0 [all_outputs]
### design.v
`timescale 1ns / 1ps
module regE(
input clk,
input reset, 
input clr,  
input [31:0] D_V1,
input [31:0] D_V2,
input [4:0] D_A1,
input [4:0] D_A2,
input [4:0] D_A3,
input check_D,
input [4:0] D_shamt,
input [31:0] D_E32,
input [31:0] D_pc,
input [31:0] D_pc8,
input [1:0] T_new_D,
input RegWrite_D,
input MemWrite_D,
input [1:0] SelWout_D,
input SelEMout_D,
input SelALUB_D,
input SelALUS_D,
input [3:0] ALUOp_D,
input [2:0] DMOp_D,
output [31:0] E_V1,
output [31:0] E_V2,
output [4:0] E_A1,
output [4:0] E_A2,
output [4:0] E_A3,
output check_E,
output [4:0] E_shamt,
output [31:0] E_E32,
output [31:0] E_pc,
output [31:0] E_pc8,
output [1:0] T_new_E,
output RegWrite_E,
output MemWrite_E,
output SelEMout_E,
output [1:0] SelWout_E,
output SelALUB_E,
output SelALUS_E,
output [3:0] ALUOp_E,
output [2:0] DMOp_E
    );
reg [31:0] V1;
reg [31:0] V2;
reg [4:0] A1;
reg [4:0] A2;
reg [4:0] A3;
reg [4:0] shamt;
reg [31:0] E32;
reg [31:0] pc;
reg [31:0] pc8;
reg [1:0] T_new;
reg RegWrite;
reg MemWrite;
reg [1:0] SelWout;
reg SelEMout;
reg SelALUB;
reg SelALUS;
reg [3:0] ALUOp;
reg [2:0] DMOp;
reg check;
always@(posedge clk) begin
	if(reset | clr) begin
	V1 <= 32'b0;
	V2 <= 32'b0;
	A1 <= 5'b0;
	A2 <= 5'b0;
	A3 <= 5'b0;
	shamt <= 5'b0;
	E32 <= 32'b0;
	pc <= 32'b0;
	pc8 <= 32'b0;
	T_new <= 2'b0;
	RegWrite <= 1'b0;
	MemWrite <= 1'b0;
	SelWout <= 2'b0;
	SelEMout <= 1'b0;
	SelALUB <= 1'b0;
	SelALUS <= 1'b0;
	ALUOp <= 3'b0;
	DMOp <= 3'b0;
	check <= 1'b0;
	end
	else begin
	V1 <= D_V1;
	V2 <= D_V2;
	A1 <= D_A1;
	A2 <= D_A2;
	A3 <= D_A3;
	check <= check_D;
	shamt <= D_shamt;
	E32 <= D_E32;
	pc <= D_pc;
	pc8 <= D_pc8;
	T_new <= (T_new_D > 2'b00) ? (T_new_D - 2'b01) : 2'b00;
	RegWrite <= RegWrite_D;
	MemWrite <= MemWrite_D;
	SelWout <= SelWout_D;
	SelEMout <= SelEMout_D;
	SelALUB <= SelALUB_D;
	SelALUS <= SelALUS_D;
	ALUOp <= ALUOp_D;
	DMOp <= DMOp_D;
	end
end
assign E_V1 = V1;
assign E_V2 = V2;
assign E_A1 = A1;
assign E_A2 = A2;
assign E_A3 = A3;
assign check_E = check;
assign E_shamt = shamt;
assign E_E32 = E32;
assign E_pc = pc;
assign E_pc8 = pc8;
assign T_new_E = T_new;
assign RegWrite_E = RegWrite;
assign MemWrite_E = MemWrite;
assign SelWout_E = SelWout;
assign SelEMout_E = SelEMout;
assign SelALUB_E = SelALUB;
assign SelALUS_E = SelALUS;
assign ALUOp_E = ALUOp;
assign DMOp_E = DMOp;
endmodule
### run.sh
#!/bin/bash
# OpenROAD 26Q1-2900-gdf79404cd8, Yosys 0.63+post, stock flow scripts
make -C /OpenROAD-flow-scripts/flow DESIGN_CONFIG=/design/flow/config.mk WORK_HOME=/design/flow/orfs finish
==> report_table.html <==
<h2>Implementation results</h2>
<table>
<tr><th>Metric</th><th>Value</th></tr>
<tr><th colspan="2">Status</th></tr>
<tr><td>Run status</td><td>finished, violations left</td></tr>
<tr><td>Violated checks</td><td>setup timing</td></tr>
<tr><th colspan="2">Worst setup path</th></tr>
<tr><td>Slowest cell on the critical path</td><td>dfxtp_2</td></tr>
<tr><td>Cell family contributing the most delay on the critical path</td><td>flip-flops</td></tr>
<tr><td>Delay contributed by the slowest stage of the critical path</td><td>~0.33 ns</td></tr>
<tr><td>Endpoint required time on the critical path</td><td>0.80 ns</td></tr>
<tr><td>Setup crit start kind</td><td>flip-flop</td></tr>
<tr><td>Largest fanout on the critical path</td><td>1</td></tr>
<tr><td>Crit. End Element</td><td>output port</td></tr>
<tr><td>Cell chain of the critical path</td><td>buf_2</td></tr>
<tr><td>Worst endpoint data arrival time</td><td>between 0.8 and 0.9 ns</td></tr>
<tr><td>Buffer-and-inverter tally for the worst setup path</td><td>1</td></tr>
<tr><td>WS Path Type</td><td>reg -&gt; out</td></tr>
<tr><th colspan="2">Synthesis</th></tr>
<tr><td>Cell count listed in synth_stat.txt</td><td>441</td></tr>
<tr><td>Number of synthesis warnings</td><td>1</td></tr>
<tr><td>Cell Type Count</td><td>8</td></tr>
<tr><td>Largest cells by area</td><td>dfxtp_1 (61%), nor3b_2 (25%), nor3b_1 (7.5%)</td></tr>
<tr><td>Mean post-synth cell area</td><td>approximately 15 µm²</td></tr>
<tr><td>Synthesized instance count</td><td>roughly 440</td></tr>
<tr><td>Number of synthesized register bits</td><td>between 150 and 200</td></tr>
<tr><td>Share of the yosys chip area belonging to registers</td><td>roughly three fifths</td></tr>
<tr><td>Summed instance area of the synthesized netlist</td><td>between 6000 and 7000 µm²</td></tr>
<tr><td>Synthesis area per yosys</td><td>around 6500 µm²</td></tr>
<tr><td>Area fraction of the dominant cell type after synthesis</td><td>approximately three fifths</td></tr>
<tr><td>Post-synth top area cell</td><td>dfxtp_1</td></tr>
<tr><th colspan="2">GRT</th></tr>
<tr><td>Antenna violations before repair</td><td>2</td></tr>
<tr><td>Overall overflow remaining after global route</td><td>0</td></tr>
<tr><td>Number of global-route vias before repair</td><td>5,018</td></tr>
<tr><td>All-Layer GR Usage</td><td>11.1%</td></tr>
<tr><td>Maximum number of pins on one net before global-route repair</td><td>approximately 62</td></tr>
<tr><td>Wire length of the first global-routing pass</td><td>between 30 and 40 mm</td></tr>
<tr><th colspan="2">Floorplanning</th></tr>
<tr><td>Io pins</td><td>397</td></tr>
<tr><td>Init Core Util</td><td>20.1%</td></tr>
<tr><td>Chip Height</td><td>approximately 200 µm</td></tr>
<tr><td>Chip Area</td><td>just over 40,000 µm²</td></tr>
<tr><td># rows</td><td>between 60 and 70</td></tr>
<tr><td>Width of the die</td><td>roughly 200 µm</td></tr>
<tr><td>Floorplan core area</td><td>32,500 µm²</td></tr>
<tr><th colspan="2">Timing</th></tr>
<tr><td>Ratio of final minimum period to clock period</td><td>109%</td></tr>
<tr><td>Worst setup slack after layout</td><td>-0.0900 ns</td></tr>
<tr><td>Worst slack on hold paths</td><td>around 0.13 ns</td></tr>
<tr><td>FMAX</td><td>between 900 and 1000 MHz</td></tr>
<tr><td>Unrepaired setup endpoints after global routing</td><td>yes</td></tr>
<tr><td>Number of setup violations in the final report</td><td>about 200</td></tr>
<tr><td>Headroom to the max-slew limit</td><td>64.2%</td></tr>
<tr><td>Setup Total Neg Slack</td><td>-11.21 ns</td></tr>
<tr><td>Time the final worst path needs with I/O delays and setup</td><td>around 1.1 ns</td></tr>
<tr><td>Final tally of hold violations</td><td>0</td></tr>
<tr><td>Slew of the pin with the lowest slew margin</td><td>roughly 0.54 ns</td></tr>
<tr><td>Max-slew violation count</td><td>0</td></tr>
<tr><th colspan="2">Power</th></tr>
<tr><td>Lkg Pwr</td><td>4.43 nW</td></tr>
<tr><td>Pwr/cell area</td><td>approximately 1600 nW/µm²</td></tr>
<tr><td>Max IR drop VDD</td><td>about 1.2 mV</td></tr>
<tr><th colspan="2">Place</th></tr>
<tr><td>Gp weighted congestion</td><td>~0.83</td></tr>
<tr><td>DP Area</td><td>11,000 µm²</td></tr>
<tr><td>Half-perimeter wire length after placement</td><td>17.8 mm</td></tr>
<tr><td>Port bufs</td><td>between 300 and 400</td></tr>
<tr><th colspan="2">Clock tree</th></tr>
<tr><td>Clock buffers created by TritonCTS</td><td>17</td></tr>
<tr><td>Root Buffer Master</td><td>clkbuf_16</td></tr>
<tr><td>Deepest clock path buffer count</td><td>2</td></tr>
<tr><td># H-tree levels</td><td>4</td></tr>
<tr><td>Number of sinks on the clock net</td><td>197</td></tr>
<tr><td>Reg clk slew, reported paths</td><td>around 0.08 ns</td></tr>
<tr><td>Post-CTS Setup Repair Bufs</td><td>0</td></tr>
<tr><td>TritonCTS clock tree</td><td>built</td></tr>
<tr><th colspan="2">Layout</th></tr>
<tr><td>Layout cell share with drive strength beyond 1</td><td>roughly half</td></tr>
<tr><td>Post-route core utilization</td><td>between 30% and 40%</td></tr>
<tr><td>Finished layout cell area</td><td>~11,000 µm²</td></tr>
<tr><td>Layout overhead on the synthesized area</td><td>64.2%</td></tr>
<tr><th colspan="2">Drt</th></tr>
<tr><td>Post-detailed-route DRC marker count</td><td>0</td></tr>
<tr><td>Routed len/inst</td><td>roughly 18 µm</td></tr>
<tr><td>Routed via count divided by cell count</td><td>roughly 3.7</td></tr>
<tr><td>Antenna Nets Post-Route</td><td>0</td></tr>
<tr><td>Total number of vias</td><td>4,743</td></tr>
<tr><td>Number of detailed-routing iterations run before antenna repair</td><td>4</td></tr>
<tr><td>Drt initial violations</td><td>approximately 180</td></tr>
<tr><td>Final WL</td><td>23.0 mm</td></tr>
<tr><th colspan="2">Hold path</th></tr>
<tr><td>Hold Crit Class</td><td>in -&gt; reg</td></tr>
<tr><th colspan="2">Run</th></tr>
<tr><td>Tool warning count</td><td>27</td></tr>
<tr><td>Max Cap Violations</td><td>0</td></tr>
</table>
## final cells by class
cell class / count / area (µm²)
Antenna cell: 1 / 2.50
Fill cell: 3319 / 21800
Clock buffer: 17 / 425
Tap cell: 442 / 553
Sequential cell: 197 / 4000
Inverter: 2 / 7.51
Clock inverter: 13 / 143
Timing Repair Buffer: 427 / 3430
Multi-Input combinational cell: 198 / 2140
## per-layer routing
layer,up-vias,wire [µm],global-route usage (%)
met5,-,13,0
met4,2,326,1.65
met2,168,12200,19.6
met1,2248,8910,13.1
li1,2308,-,-
met3,17,1530,3.76
## layout by cell type, fill, tap and decap left out
master | Yosys | final
clkdlybuf4s50_1 | 0 | 197
buf_2 | 12 | 188
dfxtp_1 | 197 | 156
nor3b_2 | 130 | 130
nor3b_1 | 65 | 65
dfxtp_2 | 0 | 41
buf_4 | 0 | 18
clkbuf_16 | 0 | 17
buf_12 | 0 | 12
buf_6 | 32 | 9
inv_8 | 0 | 4
clkinv_4 | 0 | 4
inv_1 | 2 | 2
nor4_1 | 2 | 2
clkinvlp_4 | 0 | 2
inv_6 | 0 | 2
diode_2 | 0 | 1
ha_1 | 1 | 1
bufinv_16 | 0 | 1
dlygate4sd3_1 | 0 | 1
clkbuf_8 | 0 | 1
buf_8 | 0 | 1
## metrics by stage
step | worst slack, ns | total power [mW] | cells
5_1_grt | -0.135 | 17.8 | 1297
2_1_floorplan | 0.187 | 9.08 | 441
3_3_place_gp | -0.286 | 10.7 | 1265
3_5_place_dp | -0.291 | 10.7 | 1265
6_report | -0.0900 | 17.1 | 1297
4_1_cts | -0.125 | 17.4 | 1296
## cell usage after synthesis, drive strengths merged
cell type and number:
ha 1, dfxtp 197, nor3b 195, buf 44, nor4 2, inv 2
## where the power goes
group | internal, mW | total, mW | switching [mW]
logic | 1.31 | 1.95 | 0.636
clock network | 3.51 | 6.88 | 3.37
registers | 8.17 | 8.23 | 0.0688
## timing repair
action | 4_1_cts | 5_1_grt
hold endpoints to repair | 1 | 0
gates resized | 691 | 27
setup endpoints to repair | 197 | 197
hold buffers | 1 | 0
## logic make-up after synthesis
group	share of synthesized area (%)
flops	60.6
buf+inv	6.57
simple gates	32.7
fa+ha+maj	0.192
## path summary, 6_finish.rpt
path | start | end | slack, ns | cells after the start
worst max-delay path | V1[24]$_SDFF_PP0_ | E_V1[24] | -0.09 | 1
worst min-delay path | reset | V1[28]$_SDFF_PP0_ | 0.13 | 2
## sequential cells by signal, indices dropped and copies added (netlist names), 4 cells and up
signal and cells:
pc8 32, shamt 5, ALUOp 4, E32 32
pc 32, A2 5, V1 32, V2 32
A1 5, A3 5
No activity file was given, so power comes from the tool's default toggle rates.
