===== design/flow/design.v =====
`timescale 1ns / 1ps
module TC(
    input clk,
    input reset,
    input [31:2] Addr,
    input WE,
    input [31:0] Din,
    output [31:0] Dout,
    output IRQ
    );
	reg [1:0] state;
	reg [31:0] mem [2:0];   
	reg _IRQ;  
	assign IRQ = mem[0][3] & _IRQ;
	assign Dout = mem[Addr[3:2]];
	wire [31:0] load = Addr[3:2] == 0 ? {28'h0, Din[3:0]} : Din;
	integer i;
	always @(posedge clk) begin
		if(reset) begin
			state <= 0; 
			for(i = 0; i < 3; i = i+1) mem[i] <= 0;
			_IRQ <= 0;
		end
		else if(WE) begin   
			mem[Addr[3:2]] <= load;
		end
		else begin
			case(state)    
				2'b00 : if(mem[0][0]) begin
					state <= 2'b01;
					_IRQ <= 1'b0;
				end
				2'b01 : begin
					mem[2] <= mem[1];
					state <= 2'b10;
				end
				2'b10  : 
					if(mem[0][0]) begin    
						if(mem[2] > 1) mem[2] <= mem[2]-1;
						else begin
							mem[2] <= 0;
							state <= 2'b11;
							_IRQ <= 1'b1;
						end
					end
					else state <= 2'b00;
				default : begin
					if(mem[0][2:1] == 2'b00) mem[0][0] <= 1'b0;   
					else _IRQ <= 1'b0;
					state <= 2'b00;
				end
			endcase
		end
	end
endmodule

===== design/flow/run.sh =====
#!/bin/bash
# OpenROAD 26Q1-2900-gdf79404cd8, Yosys 0.63+post, stock flow scripts
make -C /OpenROAD-flow-scripts/flow DESIGN_CONFIG=/design/flow/config.mk WORK_HOME=/design/flow/orfs finish

===== design/flow/config.mk =====
export PLATFORM = sky130hd
export DESIGN_NAME = TC
export DESIGN_NICKNAME = TC
export VERILOG_FILES = /design/flow/design.v
export SDC_FILE = /design/flow/constraint.sdc
export NUM_CORES = 4
export LEC_CHECK = 1
export CORE_UTILIZATION = 30

===== design/flow/constraint.sdc =====
current_design TC

set clk_period 9.8
set clk_io_pct 0.2

create_clock -name clk0 -period $clk_period [get_ports {clk}]

set non_clock_inputs [all_inputs -no_clocks]
set_input_delay [expr $clk_period * $clk_io_pct] -clock clk0 $non_clock_inputs
set_output_delay [expr $clk_period * $clk_io_pct] -clock clk0 [all_outputs]

==> out/metrics.cfg <==
[run_status]
status=completed

[floorplan]
die_y_microns=153
dieArea_sq_um=23300
dieWidth_microns=153
rows=54
initial_core_util_pct=30.9
coreArea_sq_um=22000
boundaryPins=98

[run]
warnings=54
cap_violations=0

[synth]
synthArstFlopShare_pct=0
ys_ff=133
flop_cell=edfxtp_1
edf_count=128
postSynthSeqShare_pct=58.0
ys_area_sq_um=6800
synthCells=552
ys_cells=552
synth.area.top_cells=edfxtp_1 57%, mux4_2 11%, nor2_1 4.5%
top_area_cell=edfxtp_1
synth.distinct_cells=54
synthTopCellsByCount=128 x edfxtp_1, 81 x nor2_1, 43 x nand2_1
syn-cell-area_sq_um=6800
synth_top_area_share_pct=56.6
avgSynthCellArea_sq_um=12.3
yosys_warnings=1
top_cell=edfxtp_1

[placement]
port_buffers=69
globalplace.congestion=0.819
dp_hpwl_microns=11400
place_area_sq_um=7960

[global_routing]
grt_pass1_vias=5052
grt_max_degree=40
gr-total-overflow=0
grt_pass1_wl_microns=28600
grt_antenna_before_repair=0
track_usage_pct=17.2

[routing]
dr.pass1.iters=18
drt.antenna.violating_nets=0
vias=4898
drc=0
vias_per_cell=5.21
wl_met1_microns=7430
post_drt_wl_per_cell_microns=19.5
route.met2.wl_microns=8580
finalWirelength_microns=18300
drt_iter0_drc=368
highest_layer=met4
wl_met3_microns=2100
antennaDiodeCount=0

[worst_setup_path]
cp.arrival_ns=3.76
cp_max_fo=37
rrSetupSlack_ns=6.92
worstPathRequired_ns=7.84
crit_path_start_kind=primary input
worstSetupPathType=in2out
endpoint_kind=output pin

[finish]
final_core_util_pct=38.5
area_growth_pct=24.9
mi_logic_area_sq_um=2810
regArea_sq_um=3940
fill_cells=2086
fin_area_sq_um=8490
drive_gt1_share_pct=14.2

[power_and_ir_drop]
ir_worst_vdd_mv=0.113
net-switching-power_w=0.000314
p_leak_nw=3.10
combPwrFrac_pct=11.2
intPower_w=0.00111
p_seq_share_pct=47.7
swShare_pct=22.1
p_per_area_nw_per_um2=168
clock_power_share_pct=41.1

[sta]
setup_viol=0
clock.fmax_mhz=175
maxSlewHeadroom_pct=48.8
grt_setup_unrepaired=false
min_period_over_period_pct=58.3
worst_pin_slew_ns=0.768
min_period_ns=5.72
report.final.hold_viol_count=0
fin_skew_ns=0.00713
tns_ns=0
slew_viol_final=0

[clock_network]
clock_sinks=133
clkTransAtPathRegs_ns=0.05
numCtsBuffers=17
cts_tree=done
cts_setup_buffers=0
h-tree-depth=4
cts-root-buf=clkbuf_16
ctsHoldBuffers=0
cts_resized=0
clk_latency_ns=0.42
clockBufferDepth=2

[min_path]
hold_path_class=reg2reg

## sequential cells by signal, summed over array words and instances (netlist names)
name / flops
mem: 128
state: 4
_IRQ: 1
## logic make-up (layout without fill, tap and decap cells)
group / after synthesis / count (layout) / share of synthesized area [%]
simple gates: 253 / 253 / 18.7
flops: 133 / 133 / 58.0
compound gates: 58 / 58 / 6.02
buf+inv: 45 / 126 / 2.61
mux: 33 / 33 / 10.8
xor+xnor: 27 / 27 / 3.48
fa+ha+maj: 2 / 2 / 0.368
other cells: 1 / 28 / 0.0552
## layout by cell type, fill, tap and decap left out, drive strengths merged, types with 20 or more instances in the layout
cell / Yosys / final
edfxtp: 128 / 128
buf: 6 / 21
conb: 1 / 28
clkbuf: 31 / 22
clkdlybuf4s50: 0 / 67
nand3: 30 / 30
a21oi: 20 / 20
nand2: 43 / 43
nor2: 82 / 82
nor3: 24 / 24
mux4: 32 / 32
## critical path, stage by stage
cell,delay (ns)
buf_2,0.07
buf_4,0.59
mux4_2,0.65
clkdlybuf4s50_1,0.45
## cell type report
cell class              instances  area share (%)
multi-input cells             401            33.1
flip-flops and latches        133            46.5
clock buffers                  22            5.23
repair buffers                 88            9.70
well taps                     280            4.13
clock inverters                 8            1.00
inverters                       8           0.354
## layer usage
layer  global-route usage (%)  vias up
met3                     8.75       15
met5                        0        -
met4                     2.69        0
met1                     23.8     2362
met2                     25.7      249
li1                         -     2272
## stage by stage
step / total power [W] / hold WS, ns / std cells / setup WS, ns
after floorplan: 0.000769 / 0.423 / 579 / 4.21
after global placement: 0.000849 / 0.435 / 910 / 4.08
after detailed placement: 0.000850 / 0.444 / 910 / 4.07
after CTS: 0.00143 / 0.452 / 940 / 4.07
after global routing: 0.00147 / 0.460 / 940 / 3.95
final: 0.00142 / 0.451 / 940 / 4.08
## power by group through the flow
| stage | sequential (W) | clock (W) | combinational, W |
|---|---|---|---|
| CTS | 0.000679 | 0.000591 | 0.000162 |
| global route | 0.000682 | 0.000616 | 0.000175 |
| finish | 0.000678 | 0.000585 | 0.000159 |
## final timing paths
check / start / to / cells after the start
setup / recovery: Addr[2] / Dout[14] / 4
hold / removal: state[3] / state[3] / 2
setup reg to reg: mem[2][5] / mem[2][10] / 6
hold reg to reg: state[3] / state[3] / 2
Power is estimated from default activity; no workload was simulated.
