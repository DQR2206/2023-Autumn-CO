--- config.mk ---
export PLATFORM = sky130hd
export DESIGN_NAME = regW
export DESIGN_NICKNAME = regW
export VERILOG_FILES = /design/flow/design.v
export SDC_FILE = /design/flow/constraint.sdc
export NUM_CORES = 4
export LEC_CHECK = 1
export CORE_AREA = 10 10 158 158
export DIE_AREA = 0 0 168 168
--- constraint.sdc ---
current_design regW

set clk_period 1.0
set clk_io_pct 0.2

create_clock -name clk0 -period $clk_period [get_ports {clk}]

set non_clock_inputs [all_inputs -no_clocks]
set_input_delay [expr $clk_period * $clk_io_pct] -clock clk0 $non_clock_inputs
set_output_delay [expr $clk_period * $clk_io_pct] -clock clk0 [all_outputs]
--- design.v ---
`timescale 1ns / 1ps
module regW(
input clk,
input reset,
input [31:0] M_AO,
input [31:0] M_DR,
input [4:0] M_A3,
input [31:0] M_pc,
input [31:0] M_pc8,
input [1:0] SelWout_M,
input [1:0] T_new_M,
input RegWrite_M,
output [31:0] W_AO,
output [31:0] W_DR,
output [4:0] W_A3,
output [31:0] W_pc,
output [31:0] W_pc8,
output [1:0] SelWout_W,
output [1:0] T_new_W,
output RegWrite_W
    );
reg [31:0] AO;
reg [31:0] pc;
reg [31:0] pc8;
reg [31:0] DR;
reg [4:0] A3;
reg RegWrite;
reg [1:0] SelWout;
reg [1:0] T_new;
always@(posedge clk)begin
	if(reset)begin
	AO <= 32'b0;
	pc <= 32'b0;
	pc8 <= 32'b0;
	DR <= 32'b0;
	A3 <= 5'b0;
	RegWrite <= 1'b0;
	SelWout <= 2'b0;
	T_new <= 2'b0;
	end
	else begin
	AO <= M_AO;
	DR <= M_DR;
	pc <= M_pc;
	pc8 <= M_pc8;
	RegWrite <= RegWrite_M;
	A3 <= M_A3;
	SelWout <= SelWout_M; 
	T_new <= (T_new_M > 2'b0) ? (T_new_M -1) : 2'b0;
	end
end
assign W_AO = AO;
assign W_DR = DR;
assign W_pc = pc;
assign W_pc8 = pc8;
assign W_A3 = A3;
assign RegWrite_W = RegWrite;
assign SelWout_W = SelWout;
assign T_new_W = T_new;
endmodule
--- run.sh ---
#!/bin/bash
# OpenROAD 26Q1-2900-gdf79404cd8, Yosys 0.63+post, stock flow scripts
make -C /OpenROAD-flow-scripts/flow DESIGN_CONFIG=/design/flow/config.mk WORK_HOME=/design/flow/orfs finish
==> flow_summary.yaml <==
# implementation run metrics
synth:
  synth_cell_types: 7
  yosysWarnings: 1
  ys_ff: 138
  ys_cells: 294
  top_area_frac: 0.742
  synth_cells: 294
  syn_area_um2: 3720
  topCellsByArea: "dfxtp_1 (74%), nor2b_1 (23%), buf_2 (1.7%), buf_4 (0.40%), ha_1 (0.34%)"
  yosys.area.top_type: "dfxtp_1"
  ys_seq_frac: 0.742
  yosys-stat-area_um2: 3720
  syn_area_per_cell_um2: 12.7
placement:
  port_buffers: 277
  gp_congestion: 0.795
  dpl_cell_area_um2: 6870
  dp_hpwl_um: 10200
grt:
  met3_usage: 0.0589
  grtUsageMet2: 0.136
  grt_pass1_wl_um: 19300
  grt_max_degree: 65
  antenna_found_initial: 0
  grt_pass1_vias: 3094
  grt_usage: 0.0887
  grt-ovfl-total: 0
  grt-busiest-layer: "met2"
  grt_util_met1: 0.106
sta:
  setup_slack_ns: -0.0525
  drv_slew: 0
  whs_ns: 0.201
  fin_crit_ns: 1.05
  rsz0062_at_grt: "yes"
  fin_crit_sh: 1.05
  relSlewSlack: 0.811
  max_freq_mhz: 950
  setup_viol: 116
  hold_viol: 0
  worst_slew_pin_slew_ns: 0.284
critical_path:
  crit_type: "reg2out"
  crit_path_max_incr_delay_ns: 0.33
  path_delay_family: "flip-flops"
  cp.arrival_ns: 0.85
  path_max_fanout: 1
  crit_chain: "buf_6"
  worst_ep_required_time_ns: 0.80
  critPathCaptureType: "output pin"
  crit_slowest_cell: "dfxtp_2"
  start_kind: "flop"
  critPathBufInv: 1
routing:
  wl_um: 13000
  drt_iter0_markers: 85
  firstDrtPassIters: 3
  drtAntennaViolNets: 0
  wl_per_cell_um: 14.8
  drc_errors: 0
  via_per_inst: 3.34
  num_vias: 2930
  n_antenna_cell: 0
clock_network:
  htreeDepth: 4
  cts_buffers: 17
  holdBufCountCts: 0
  cts.sinks: 138
  clk_pin_slew_ns: 0.06
  clock_path_buffers: 2
  cts_root_buf: "clkbuf_16"
  cts_tree: "yes"
cells_and_area:
  layout_top_cell: "clkdlybuf4s50_1"
  lay_top_cells: "clkdlybuf4s50_1 (138), nor2b_1 (136), buf_2 (135), dfxtp_1 (120), dfxtp_2 (18)"
  drive_gt1_frac: 0.332
  area_growth_pct: 83.7
  fillCellCount: 2241
  finalInstanceArea_um2: 6840
run_status:
  status: "complete, but fails checks"
  violations: "setup timing"
power_and_ir_drop:
  vdd_drop_max_mv: 1.02
  powerDensity_nw_per_um2: 1980
  cellLeakagePower_uw: 0.00303
floorplanning:
  core_um2: 21700
  rows: 54
  io_pins: 278
  die_h_um: 168
  die_width_um: 168
  fp_util: 0.172
  dieArea_um2: 28200
min_path:
  min-delay-path-class: "in2reg"
flow_run:
  max-cap-violations: 0
  warnings: 27
-- path summary, 6_finish.rpt --
kind	from	cells after the start	slack, ns	endpoint
setup / recovery	pc8[26]$_SDFF_PP0_	1	-0.05	W_pc8[26]
hold / removal	reset	3	0.20	AO[26]$_SDFF_PP0_
-- flip-flops by register name, indices dropped and copies added (netlist names) --
| signal | flops |
|---|---|
| AO | 32 |
| RegWrite | 1 |
| T_new | 2 |
| DR | 32 |
| SelWout | 2 |
| A3 | 5 |
| pc | 32 |
| pc8 | 32 |
-- timing repair --
item | in CTS | in global routing
endpoints found under the setup margin | 138 | 138
setup buffers | 0 | 0
resized | 463 | 8
-- power breakdown --
group,internal [uW],total [uW],switching (uW),leakage (uW)
combinational,831,1120,289,0.00158
sequential,5800,5860,59.9,0.00115
clock,4080,6570,2490,0.000296
total,10700,13600,2840,0.00303
-- metrics by stage --
step           std cells  power (uW)  utilization  TNS [ns]  setup WS, ns
4_1_cts              877       13800        0.314     -5.54       -0.0849
3_5_place_dp         845        7410        0.317    -0.414        -0.185
6_report             877       13600        0.315     -1.24       -0.0525
5_1_grt              877       14200        0.315     -7.71       -0.0882
3_3_place_gp         845        7400        0.317    -0.454        -0.209
2_1_floorplan        294        6170            -         0         0.314
-- routing by layer --
layer | share of wire | vias to the layer above | wire length [um]
met5 | 0 | - | 0
met4 | 0.010 | 0 | 129
met3 | 0.15 | 9 | 1960
met2 | 0.44 | 178 | 5750
met1 | 0.40 | 1278 | 5120
li1 | - | 1465 | -
-- worst min-delay path: stages --
cell and delay (ns):
buf_4 0.12, buf_4 0.19, nor2b_1 0.06
-- cells in the mapped netlist --
master and instances:
dfxtp_1 138, buf_4 2, nor2b_1 136, buf_2 13
nor3_1 2, inv_1 2, ha_1 1
-- cell type report --
class                           count  area (um^2)  area share
Sequential cell                   138         2790       0.407
Timing Repair Buffer              286         2200       0.322
Multi-Input combinational cell    139          873       0.128
Clock buffer                       19          453      0.0662
Tap cell                          280          350      0.0512
Clock inverter                     13          166      0.0243
Inverter                            2         7.51     0.00110
-- logic make-up (layout without fill, tap and decap cells) --
family | after synthesis | in the layout | synth area share
adders and majority gates | 1 | 1 | 0.00336
buffers and inverters | 17 | 320 | 0.0235
DFF | 138 | 138 | 0.742
and+or+nand+nor | 138 | 138 | 0.231
Power figures rest on the tool's default switching activity, not on a simulated workload.
